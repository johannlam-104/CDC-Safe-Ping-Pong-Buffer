===== /design/flow/run.sh =====
#!/bin/bash
# OpenROAD 26Q1-2900-gdf79404cd8, Yosys 0.63+post, stock flow scripts
make -C /OpenROAD-flow-scripts/flow DESIGN_CONFIG=/design/flow/config.mk WORK_HOME=/design/flow/orfs finish

===== /design/flow/constraint.sdc =====
current_design ping_pong_buf

set clk_period 2.8
set clk_io_pct 0.2

create_clock -name clk0 -period $clk_period [get_ports {i_rclk}]
create_clock -name clk1 -period $clk_period [get_ports {i_wclk}]

set non_clock_inputs [all_inputs -no_clocks]
set_input_delay [expr $clk_period * $clk_io_pct] -clock clk0 $non_clock_inputs
set_output_delay [expr $clk_period * $clk_io_pct] -clock clk0 [all_outputs]

===== /design/flow/config.mk =====
export PLATFORM = sky130hd
export DESIGN_NAME = ping_pong_buf
export DESIGN_NICKNAME = ping_pong_buf
export VERILOG_FILES = /design/flow/design.v
export SDC_FILE = /design/flow/constraint.sdc
export NUM_CORES = 4
export LEC_CHECK = 1
export CORE_AREA = 10 10 100 100
export DIE_AREA = 0 0 110 110

===== /design/flow/design.v =====
`default_nettype none
module mem_bram
    #(parameter BRAM_WIDTH = 12,
      parameter BRAM_DEPTH = 153600)
    (
    input  wire                          i_wclk,
    input  wire                          i_wportEn,
    input  wire [$clog2(BRAM_DEPTH)-1:0] i_waddr,
    input  wire [BRAM_WIDTH-1:0]         i_wdata,
    input  wire                          i_wr,
    input  wire                          i_rclk,
    input  wire                          i_rportEn,
    input  wire [$clog2(BRAM_DEPTH)-1:0] i_raddr,
    output reg  [BRAM_WIDTH-1:0]         o_rdata
    );
    reg [BRAM_WIDTH-1:0] mem [0:BRAM_DEPTH-1];
    always@(posedge i_wclk) begin
        if(i_wportEn) begin
            if(i_wr) begin
                mem[i_waddr] <= i_wdata;
            end
        end
    end
    always@(posedge i_rclk) begin
        if(i_rportEn) begin
            o_rdata <= mem[i_raddr];
        end
    end
endmodule
module ping_pong_buf #(
    parameter FRAME_WIDTH  = 320,
    parameter FRAME_HEIGHT = 240,
    parameter DATA_WIDTH   = 12
)(
    input  wire                         i_wclk,
    input  wire                         i_wrstn,
    input  wire                         i_s_valid,
    output reg                          o_s_ready,
    input  wire  [DATA_WIDTH - 1 : 0]   i_s_data,
    input  wire                         i_s_last,
    input  wire                         i_rclk,
    input  wire                         i_rrstn,
    output wire                         o_m_valid,
    input  wire                         i_m_ready,
    output wire  [DATA_WIDTH - 1 : 0]   o_m_data,
    output wire                         o_m_last,
    input  wire                         i_swap_ok
);
    localparam FRAME_PIX        = FRAME_WIDTH * FRAME_HEIGHT;    
    localparam FRAME_ADDR_WIDTH = $clog2(FRAME_PIX);             
    localparam MEM_DEPTH        = (1 << FRAME_ADDR_WIDTH);       
    reg pub_tgl;
    reg ack_toggle;
    reg [1:0] W_STATE, W_STATE_N;
    localparam [1:0] W_IDLE             = 2'b00,
                     W_FILL             = 2'b01,
                     W_WAIT_ACK         = 2'b10;
     reg [FRAME_ADDR_WIDTH-1:0] wr_addr, wr_addr_n;
     reg wr_bank, wr_bank_n;
     reg pub_tgl_n;
     reg ack_w1, ack_w2;
     reg ack_seen, ack_seen_n;
     wire ack_event = (ack_w2 != ack_seen);
     wire publish_allowed = (pub_tgl == ack_seen);
     wire w_fire = i_s_valid && o_s_ready;
     reg wr_en0, wr_en1;
     always @ (*) begin
         W_STATE_N   = W_STATE;
         wr_addr_n   = wr_addr;
         wr_bank_n   = wr_bank;
         pub_tgl_n   = pub_tgl;
         ack_seen_n  = ack_seen;
         o_s_ready   = 1'b0;
         wr_en0      = 1'b0;
         wr_en1      = 1'b0;
         if (ack_event)
           ack_seen_n = ack_w2;
         case (W_STATE)
             W_IDLE: begin
                 wr_addr_n = 1'b0;
                 o_s_ready = publish_allowed;  
                 if (publish_allowed && i_s_valid) begin
                     W_STATE_N = W_FILL;
                 end
             end
             W_FILL: begin
                 o_s_ready = 1'b1;
                 if (w_fire) begin
                     if (wr_bank == 1'b0) begin 
                         wr_en0 = 1'b1;
                     end
                     else begin                
                         wr_en1 = 1'b1;
                     end
                     wr_addr_n = wr_addr + 1'b1;
                     if (i_s_last) begin
                         pub_tgl_n = ~pub_tgl;
                         W_STATE_N = W_WAIT_ACK;
                         wr_addr_n = 1'b0;
                     end
                 end
             end
             W_WAIT_ACK: begin
                 o_s_ready = 1'b0;  
                 if (ack_event) begin
                     wr_bank_n = ~wr_bank;  
                     W_STATE_N = W_IDLE;
                 end
             end
             default: begin
                 W_STATE_N = W_IDLE;
             end
         endcase
     end
     always @(posedge i_wclk) begin
         if (!i_wrstn) begin
             W_STATE  <= W_IDLE;
             wr_addr  <= 1'b0;
             wr_bank  <= 1'b0;
             pub_tgl  <= 1'b0;
             ack_w1   <= 1'b0;
             ack_w2   <= 1'b0;
             ack_seen <= 1'b0;
         end 
         else begin
             ack_w1 <= ack_toggle;
             ack_w2 <= ack_w1;
             W_STATE  <= W_STATE_N;
             wr_addr  <= wr_addr_n;
             wr_bank  <= wr_bank_n;
             pub_tgl  <= pub_tgl_n;
             ack_seen <= ack_seen_n;
         end
     end 
    reg [1:0] R_STATE, R_STATE_N;
    localparam [1:0] R_NOFRAME             = 2'b00,
                     R_PENDING             = 2'b01,
                     R_DRAIN               = 2'b10;
    reg rd_sel, rd_sel_n;
    reg [FRAME_ADDR_WIDTH-1:0] rd_addr, rd_addr_n;
    reg [FRAME_ADDR_WIDTH-1:0] rd_addr_q;
    reg pub_r1, pub_r2;
    reg pub_seen, pub_seen_n;
    wire  pub_event = (pub_r2 != pub_seen);
    reg pending, pending_n;
    reg ack_toggle_n;
    reg s_last_r1, s_last_r2;
    wire r_fire = o_m_valid && i_m_ready;
    reg m_valid_n, m_last_n;
    reg m_valid_q, m_last_q;
    reg rd_sel_q;   
    localparam MEM_WORD_W = DATA_WIDTH + 1;
    wire [MEM_WORD_W-1:0] rword0, rword1;
    always @ (*) begin
        R_STATE_N     = R_STATE;
        rd_sel_n     = rd_sel;
        rd_addr_n     = rd_addr;
        pub_seen_n    = pub_seen;
        pending_n     = pending;
        ack_toggle_n  = ack_toggle;
        m_valid_n     = 1'b0;
        m_last_n      = 1'b0;
        if (pub_event)
            pending_n = 1'b1;
        case (R_STATE)
            R_NOFRAME: begin
                rd_addr_n  = 1'b0;
                R_STATE_N = (pending_n) ? R_PENDING : R_NOFRAME;
            end
            R_PENDING: begin
                if (pending && i_swap_ok) begin
                    rd_sel_n    = ~rd_sel;
                    pub_seen_n   = pub_r2;           
                    pending_n    = 1'b0;
                    ack_toggle_n = ~ack_toggle;      
                    rd_addr_n    = 1'b0;
                    R_STATE_N    = R_DRAIN;
                end
            end
          R_DRAIN: begin
              m_valid_n = 1'b1;
              m_last_n  = s_last_r2;  
              if (r_fire) begin
                  if (rd_addr == FRAME_PIX-1) begin
                      rd_addr_n = 1'b0;
                      R_STATE_N = R_NOFRAME;
                  end 
                  else begin
                      rd_addr_n = rd_addr + 1'b1;
                  end
              end
          end
          default: R_STATE_N = R_NOFRAME;
        endcase
    end
    always @(posedge i_rclk) begin
        if (!i_rrstn) begin
            R_STATE    <= R_NOFRAME;
            rd_sel     <= 1'b0;
            rd_addr    <= 1'b0;
            rd_addr_q  <= 1'b0;
            pub_r1     <= 1'b0;
            pub_r2     <= 1'b0;
            pub_seen   <= 1'b0;
            pending    <= 1'b0;
            ack_toggle <= 1'b0;
            m_valid_q  <= 1'b0;
            m_last_q   <= 1'b0;
            rd_sel_q   <= 1'b0;
            s_last_r1  <= 1'b0;
            s_last_r2  <= 1'b0;
        end 
        else begin
            pub_r1 <= pub_tgl;
            pub_r2 <= pub_r1;
            s_last_r1   <= i_s_last;
            s_last_r2   <= s_last_r1;
            R_STATE    <= R_STATE_N;
            rd_sel     <= rd_sel_n;
            rd_addr    <= rd_addr_n;
            rd_addr_q  <= rd_addr;
            pub_seen   <= pub_seen_n;
            pending    <= pending_n;
            ack_toggle <= ack_toggle_n;
            m_valid_q  <= m_valid_n;
            rd_sel_q   <= rd_sel; 
            if (m_valid_n) begin
                m_last_q   <= (rd_sel_q==0) ? rword0[DATA_WIDTH] : rword1[DATA_WIDTH];
            end
            else begin
                m_last_q   <= 1'b0;
            end
        end
    end
    assign o_m_valid = m_valid_q;
    assign o_m_data = (rd_sel_q==0) ? rword0[DATA_WIDTH-1:0] : rword1[DATA_WIDTH-1:0];
    assign o_m_last = m_last_q;  
    wire [DATA_WIDTH-1:0] rdata0, rdata1;
    mem_bram #(
        .BRAM_WIDTH (DATA_WIDTH),
        .BRAM_DEPTH (MEM_DEPTH)      
    ) mem0 (
        .i_wclk    (i_wclk),
        .i_wportEn (1'b1),
        .i_waddr   (wr_addr),
        .i_wdata   (i_s_data),
        .i_wr      (wr_en0),
        .i_rclk    (i_rclk),
        .i_rportEn (1'b1),
        .i_raddr   (rd_addr_q),
        .o_rdata   (rdata0)
    );
    mem_bram #(
        .BRAM_WIDTH (DATA_WIDTH),
        .BRAM_DEPTH (MEM_DEPTH)
    ) mem1 (
        .i_wclk    (i_wclk),
        .i_wportEn (1'b1),
        .i_waddr   (wr_addr),
        .i_wdata   (i_s_data),
        .i_wr      (wr_en1),
        .i_rclk    (i_rclk),
        .i_rportEn (1'b1),
        .i_raddr   (rd_addr_q),
        .o_rdata   (rdata1)
    );
endmodule

==> out/results.tsv <==
stage	metric	value	unit
critical_path	end_kind	flop	
power_and_ir_drop	power	876	uW
outcome	outcome	finished clean	
power_and_ir_drop	p_comb_share	5.5	%
yosys	synthTopLogicFamily	simple AND/OR/NAND/NOR gates	
yosys	xor_share	3.32	%
place	portBuffers	8	
cts	cts_setup_buffers	0	
critical_path	worstPathCellList	clkdlybuf4s50_1 -> a21boi_0 -> or3_1 -> o21ba_1 -> and3_1 -> a211o_1	
yosys	ys_sh_adder	0.790	%
critical_path	critPathMaxFanout	10	
yosys	yosys_warnings	28	
cts	cts_hold_buf	0	
flow_run	warning_count	38	
timing	fin_tns_setup	0	ns
finish	syn_to_final_growth	14.5	%
worst_hold_path	worstHoldPathType	flop to flop	
critical_path	r2r_start	rd_addr[0]	
power_and_ir_drop	leakagePower	0.676	nW
die	ios	35	
die	rows	32	
yosys	synth.distinct_cells	46	
grt	grt_max_degree	14	
place	place_hpwl	2250	um
yosys	async_flop_share	0	%
yosys	ys_cells	184	
yosys	yosysMostFrequentCell	dfxtp_1	
timing	worstMarginPinSlew	0.593	ns
yosys	ys_seq_share	41.7	%
power_and_ir_drop	sw_frac_of_total	20.6	%
routing	wl	3100	um
yosys	yosys_most_used_dff	dfxtp_1	
yosys	syn_inst	184	
yosys	top_area_share	41.7	%
grt	grt_util_all_layers	5.09	%
yosys	edf_count	0	
die	die_area	0.0121	mm2
yosys	syn_area_per_cell	8.61	um2
yosys	ys_seq_elements	33	
critical_path	crit_type	primary input to flop	
critical_path	critPathLaunch	i_swap_ok	
timing	relSlewSlack	60.1	%
timing	setup_viol	0	
yosys	synth_area	0.00158	mm2
grt	overflow	0	
timing	skew	0.00530	ns
grt	grt_pass1_vias	1198	
grt	grt_pass1_wl	5260	um
worst_hold_path	hold_path_startpoint	ack_w1	
timing	finalHoldViolations	0	
critical_path	startpoint_type	primary input	
cts	clkSlewWorstSetupHoldPaths	0.09	ns
finish	final_area	0.00181	mm2
power_and_ir_drop	power.share.clock	39.5	%
yosys	yosys-stat-area	0.00158	mm2
power_and_ir_drop	power_frac_seq	55.0	%
cts	cts_resized	0	
power_and_ir_drop	power.internal	696	uW
timing	finalMaxSlewViolations	0	
routing	routed_via_density	4.26	
cts	cts_sinks	33	
routing	drt_iter0_drc	58	
grt	grt_antenna_before_repair	0	
critical_path	max_stage_delay	0.52	ns
critical_path	path_buffers	1	
critical_path	arrival	2.53	ns
place	place.gp.congestion	0.806	
critical_path	slowest_stage	o21ba_1	
power_and_ir_drop	power.switching	181	uW
critical_path	cp_top_family	AND-OR/OR-AND gates	
yosys	yosys.area_share.simple	27.0	%
routing	drt-pass1-iter-count	4	
yosys	ys_top_cells_by_area	dfxtp_1, buf_4, nand3_1, nand2_1, o21ai_0	
cts	tritoncts	yes	
routing	postRouteAntennaNets	0	
yosys	yosys.area_share.aoi	16.4	%
timing	rsz0062_at_grt	false	
place	place_area	0.00173	mm2
die	coreArea	0.00781	mm2
routing	route.detailed.drc	0	
finish	drive_gt1_share	8.16	%
flow_run	maxCapViolations	0	
yosys	yosysTopAreaCell	dfxtp_1	
die	die_height	110	um
power_and_ir_drop	ir_drop	163	uV
yosys	yosys-top-cells-count	dfxtp_1, nand2_1, nand3_1, buf_4, o21ai_0	
die	die_width	110	um
power_and_ir_drop	p_per_area	483	mW/mm2
routing	diodes	0	
routing	vias	1270	
yosys	mux_share	0.632	%
die	floorplanUtilization	20.3	%
critical_path	required	3.02	ns
routing	wl_per_cell	10.4	um
[path summary, 6_finish.rpt]
| kind | depth (start not counted) | slack, ns | end |
|---|---|---|---|
| min in group clk0 | 1 | 0.44 | pub_r2 |
| worst max register to register | 6 | 0.56 | rd_addr[5] |
| worst min-delay path | 1 | 0.43 | ack_w2 |
| max in group clk1 | 4 | 1.41 | pub_tgl |
| worst max-delay path | 6 | 0.49 | rd_addr[5] |
| worst min register to register | 1 | 0.43 | ack_w2 |
[flip-flops by register name, summed over array words and instances (netlist names)]
| signal | cells |
|---|---|
| rd_addr | 17 |
| W_STATE | 3 |
| pub_tgl | 1 |
| ack_toggle | 1 |
| pending | 1 |
| m_valid_q | 1 |
| ack_seen | 1 |
| pub_seen | 1 |
| R_STATE | 3 |
| pub_r1 | 1 |
| pub_r2 | 1 |
| ack_w1 | 1 |
| ack_w2 | 1 |
[layout by cell type (no fill, tap or decap), types with 2 or more instances in the layout]
| cell type | instances |
|---|---|
| nor4_1 | 2 |
| nor2b_1 | 3 |
| buf_4 | 3 |
| o311ai_0 | 2 |
| xnor2_1 | 4 |
| xor2_1 | 2 |
| inv_1 | 7 |
| a211o_1 | 2 |
| nor2_1 | 10 |
| nand2_1 | 17 |
| nand3_1 | 17 |
| o21ai_0 | 12 |
| clkbuf_8 | 6 |
| and2_1 | 9 |
| a21boi_0 | 2 |
| o31ai_1 | 4 |
| clkdlybuf4s50_1 | 8 |
| nor3_1 | 4 |
| or3_1 | 5 |
| and3_1 | 2 |
| conb_1 | 13 |
| dfxtp_1 | 33 |
| nand4_1 | 5 |
[final cells by class]
type | count | area (um2)
clock buffers | 7 | 86.3
well taps | 102 | 128
fillers | 842 | 5990
repair buffers | 11 | 103
flip-flops and latches | 33 | 661
inverters | 7 | 26.3
multi-input cells | 138 | 811
[stage by stage]
stage | setup WS [ns] | hold slack, ns | util [%] | std cells
after floorplan | 0.793 | 0.412 | - | 196
after global placement | 0.268 | 0.420 | 22.1 | 291
after detailed placement | 0.222 | 0.420 | 22.1 | 291
after CTS | 0.530 | 0.430 | 23.2 | 298
after global routing | 0.384 | 0.462 | 23.2 | 298
final | 0.493 | 0.426 | 23.2 | 298
[worst reg2reg max path: stages (launching register included)]
cell	delay (ns)
dfxtp_1	0.41
ha_1	0.23
nand3_2	0.13
or3_1	0.51
o21ba_1	0.38
and3_1	0.24
a211o_1	0.25
[per-layer routing]
layer / share of wire [%] / vias up / track usage, %
met5: 0 / - / 0
li1: - / 653 / -
met2: 43 / 32 / 7.71
met4: 2.5 / 0 / 1.39
met3: 2.6 / 6 / 0.705
met1: 52 / 579 / 7.45
[power by group through the flow]
stage                 logic (mW)  clock network [mW]  registers, mW
after CTS                 0.0496               0.363          0.482
after global routing      0.0553               0.388          0.483
final                     0.0485               0.346          0.482
[kinds of logic after synthesis]
group | count (synthesis)
adder cells (fa/ha/maj) | 1
AND-OR/OR-AND | 36
AND/OR/NAND/NOR | 81
other | 1
buffers and inverters | 25
multiplexers | 1
flip-flops | 33
XOR/XNOR | 6
Power and IR drop assume default switching activity.
